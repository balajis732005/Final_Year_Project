===== design.v =====
module executeToMemoryRegister(
    input         clock,
    input         reset,
    input  [31:0] pcAdder,
    input  [31:0] alu,
    input         branch,
    input         pcUpdate,
    input         memoryReadEnable,
    input         memoryWriteEnable,
    input         writeBackFromMemoryOrAlu,
    input  [31:0] readData2,
    input  [2:0]  func3,
    input         registerWriteEnable,
    input  [4:0]  rd,
    output reg [31:0] pcAdderOut,
    output reg [31:0] aluOut,
    output reg        branchOut,
    output reg        pcUpdateOut,
    output reg        memoryReadEnableOut,
    output reg        memoryWriteEnableOut,
    output reg        writeBackFromMemoryOrAluOut,
    output reg [31:0] readData2Out,
    output reg [2:0]  func3Out,
    output reg        registerWriteEnableOut,
    output reg [4:0]  rdOut
);
    always @(posedge clock) begin
        if (reset) begin
            pcAdderOut                <= 32'b0;
            aluOut                    <= 32'b0;
            branchOut                 <= 1'b0;
            pcUpdateOut               <= 1'b0;
            memoryReadEnableOut       <= 1'b0;
            memoryWriteEnableOut      <= 1'b0;
            writeBackFromMemoryOrAluOut <= 1'b0;
            readData2Out              <= 32'b0;
            func3Out                  <= 3'b0;
            registerWriteEnableOut    <= 1'b0;
            rdOut                     <= 5'b0;
        end else begin
            pcAdderOut                <= pcAdder;
            aluOut                    <= alu;
            branchOut                 <= branch;
            pcUpdateOut               <= pcUpdate;
            memoryReadEnableOut       <= memoryReadEnable;
            memoryWriteEnableOut      <= memoryWriteEnable;
            writeBackFromMemoryOrAluOut <= writeBackFromMemoryOrAlu;
            readData2Out              <= readData2;
            func3Out                  <= func3;
            registerWriteEnableOut    <= registerWriteEnable;
            rdOut                     <= rd;
        end
    end
endmodule

===== run.sh =====
#!/bin/bash
# OpenROAD 26Q1-2900-gdf79404cd8, Yosys 0.63+post, stock flow scripts
make -C /OpenROAD-flow-scripts/flow DESIGN_CONFIG=/design/flow/config.mk WORK_HOME=/design/flow/orfs finish

===== config.mk =====
export PLATFORM = sky130hd
export DESIGN_NAME = executeToMemoryRegister
export DESIGN_NICKNAME = executeToMemoryRegister
export VERILOG_FILES = /design/flow/design.v
export SDC_FILE = /design/flow/constraint.sdc
export NUM_CORES = 4
export LEC_CHECK = 1
export CORE_UTILIZATION = 40

===== constraint.sdc =====
current_design executeToMemoryRegister

set clk_period 1.0
set clk_io_pct 0.2

create_clock -name clk0 -period $clk_period [get_ports {clock}]

set non_clock_inputs [all_inputs -no_clocks]
set_input_delay [expr $clk_period * $clk_io_pct] -clock clk0 $non_clock_inputs
set_output_delay [expr $clk_period * $clk_io_pct] -clock clk0 [all_outputs]

==> reports/metrics.cfg <==
[synth]
seq_area_frac_synth = 0.729
synth_top_cell_by_area = dfxtp_1
synthesis.area_mm2 = 0.00302
number_of_cells_produced_by_synthesis = 232
synthDominantCellAreaShare = 0.729
post_synth_main_area_contributors = dfxtp_1 73%, nor2b_1 23%, buf_6 4.1%, buf_2 0.17%
synth_cell_type_count = 4
yosys.stat.chipArea_mm2 = 0.00302
synth-cells-yosys = 232
synthesis.yosys.warnings = 1
postSynthAreaPerCell_um2 = 13.0
postSynthRegisterBits = 110

[clock_network]
htree_levels = 3
tritoncts = done
tritoncts.num_buffers = 9
clock-sinks = 110
post_cts_buffers = 0
cts_buffer_depth = 2
clk_slew_on_worst_s_h_paths_ps = 100
cts-root-buf = clkbuf_8

[global_route]
globalRouteTotalUtil = 0.187
grt_max_degree = 49
grt_pass1_vias = 2055
grt_pass1_wl_um = 10500
grt_antenna_before_repair = 0
globalRouteOverflowTotal = 0

[placed_design]
place_inst = 543
gp_routability_congestion = 0.783
buffer_ports.inserted = 221
place_hpwl_um = 5750
area_of_placed_instances_mm2 = 0.00527

[final_timing]
maxSlewViolCount = 0
fin_hold_ws_ps = 276
maximum_frequency_from_static_timing_analysis_ghz = 1.01
slew_headroom = 0.861
finalCriticalPeriod_ps = 989
tightestPinTransition_ps = 209
finalHoldViolCount = 0
rsz0062_at_grt = yes
final_min_period_over_clock_period = 0.989
finalSetupTns_ps = 0
setup-violations-final = 0

[finish]
syn_to_final_growth_pct = 63.8
fraction_of_final_layout_cells_sized_beyond_drive_strength_1 = 0.307
n_fill_cell = 630
final_design_area_no_fill_mm2 = 0.00495
layoutNonFillerInstCount = 559
layout.area.seq_mm2 = 0.00222
multiInputGateArea_um2 = 688

[drt]
ant_nets = 0
routed_wirelength_um = 7590
router_iterations_before_antenna_repair = 3
drc = 0
detail_route.wl_per_cell_um = 13.6
vias = 2246
drt_first_iter_violations = 18
routed_via_density = 4.02
antenna_cells = 0

[job]
log.warning_count = 28
max_cap_violations = 0

[setup_path]
startpoint_type_of_the_worst_setup_path = register
cpLargestDelayFamily = flip-flops
critPathMaxStageDelay_ps = 330
crit_path_end_kind = primary output
cp_slowest_cell = dfxtp_2
worstPathCellList = buf_2
timing.critical_path.arrival_ps = 790
timing_worst_setup_path_type = register to primary output
required_time_at_the_worst_slack_endpoint_ps = 800
cp.buffers_inverters = 1
path_max_fanout = 1

[pwr]
p_sw_w = 0.00163
power_report.internal_total_w = 0.00656
powerDensity_mw_per_mm2 = 1660
combinationalPowerShare = 0.103
p_sw_frac = 0.199
peakVddDrop_mv = 0.946
p_clk_frac = 0.328
leakagePower_nw = 2.25
sequentialPowerShare = 0.569

[min_path]
min_path_cells = 3
hp-class = primary input to register
min_to = aluOut[13]
startpoint_of_the_tightest_hold_check_path = reset

[die]
fp.dieArea_mm2 = 0.00790
core_region_area_mm2 = 0.00729
core.rowCount = 31
floorplan.die.height_um = 88.9
floorplan.io_pins = 222
floorplanUtilization = 0.414
die_width_um = 88.9

[run_status]
outcome = finished, final reports clean

## synth_stat cells (all sizes together)
library cell / n
dfxtp: 110
nor2b: 110
buf: 12
## area by class of cell
cell class | count | area share
timing repair buffer | 224 | 0.345
multi-input combinational | 110 | 0.139
tap | 99 | 0.0250
sequential | 110 | 0.448
clock buffer | 12 | 0.0314
clock inverter | 4 | 0.0111
## worst max path at each step
stage	end	startpoint	cells after the start
global route	pcAdderOut[7]	pcAdderOut[7]	1
finish	readData2Out[30]	readData2Out[30]	1
CTS	readData2Out[25]	readData2Out[25]	1
## flip-flops by register name, summed over array words and instances (netlist names)
register / cells
branchOut: 1
readData2Out: 32
rdOut: 5
writeBackFromMemoryOrAluOut: 1
registerWriteEnableOut: 1
pcAdderOut: 32
memoryWriteEnableOut: 1
func3Out: 3
memoryReadEnableOut: 1
aluOut: 32
pcUpdateOut: 1
## power groups by stage
stage	logic, W	registers [W]	clock network [W]
6_report	0.000843	0.00466	0.00268
5_1_grt	0.000928	0.00469	0.00298
4_1_cts	0.000859	0.00466	0.00278
## per-layer routing
layer  GRT usage  up-vias  share of wire
met5           0        -              0
met4      0.0220        0          0.012
met3      0.0880        7           0.13
met2       0.320      131           0.48
met1       0.226      973           0.37
li1            -     1135              -
## worst min-delay path, delay by kind of cell
kind	cells	cell delay, ps
buffers and inverters	2	320
and+or+nand+nor	1	60
## metrics by stage
| step | power [W] | setup WS, ps | util |
|---|---|---|---|
| 2_1_floorplan | 0.00494 | 385 | - |
| 3_3_place_gp | 0.00582 | 14.5 | 0.723 |
| 3_5_place_dp | 0.00584 | 14.5 | 0.723 |
| 4_1_cts | 0.00830 | -7.56 | 0.678 |
| 5_1_grt | 0.00860 | -41.4 | 0.678 |
| 6_report | 0.00819 | 11.1 | 0.678 |
## cells by family after synthesis
family,Yosys count,share of synthesized area
flip-flops,110,0.729
AND/OR/NAND/NOR,110,0.228
buffers and inverters,12,0.0427
## repair_timing
action | in CTS | in global routing
cloned | 0 | 0
hold buffers | 0 | 0
endpoints found under the setup margin | 110 | 100
gates resized | 349 | 4
pin swaps | 0 | 0
## cells in the final DEF (no fill, tap or decap)
master / n
buf_12: 2
buf_2: 110
buf_4: 2
bufinv_16: 1
clkbuf_1: 1
clkbuf_8: 11
clkdlybuf4s50_1: 110
clkinv_4: 2
clkinvlp_4: 1
dfxtp_1: 98
dfxtp_2: 12
nor2b_1: 110
Power figures rest on the tool's default switching activity, not on a simulated workload.
