--- flow/run.sh ---
#!/bin/bash
# OpenROAD 26Q1-2900-gdf79404cd8, Yosys 0.63+post, stock flow scripts
make -C /OpenROAD-flow-scripts/flow DESIGN_CONFIG=/design/flow/config.mk WORK_HOME=/design/flow/orfs finish
--- flow/config.mk ---
export PLATFORM = sky130hd
export DESIGN_NAME = fir_controller
export DESIGN_NICKNAME = fir_controller
export VERILOG_FILES = /design/flow/design.v
export SDC_FILE = /design/flow/constraint.sdc
export NUM_CORES = 4
export LEC_CHECK = 1
export CORE_AREA = 10 10 70 70
export DIE_AREA = 0 0 80 80
--- flow/constraint.sdc ---
current_design fir_controller

set clk_period 1.6
set clk_io_pct 0.2

create_clock -name clk0 -period $clk_period [get_ports {clock}]

set non_clock_inputs [all_inputs -no_clocks]
set_input_delay [expr $clk_period * $clk_io_pct] -clock clk0 $non_clock_inputs
set_output_delay [expr $clk_period * $clk_io_pct] -clock clk0 [all_outputs]
--- flow/design.v ---
module fir_controller #(
    parameter INPUT_BASE  = 32'd0,
    parameter COEFF_BASE  = 32'd64,
    parameter OUTPUT_BASE = 32'd128,  
    parameter NUM_SAMPLES = 5       
)(
    input  wire        clock,
    input  wire        reset,
    output reg         fir_start,
    input  wire        fir_done,
    output reg         fir_rf_we,
    output reg  [4:0]  fir_rf_waddr,
    output reg  [31:0] fir_rf_wdata
);
    typedef enum reg [3:0] {
        IDLE        = 4'd0,
        SET_INPUT   = 4'd1,
        SET_COEFF   = 4'd2,
        SET_OUTPUT  = 4'd3,
        START_PROC  = 4'd4,
        WAIT_DONE   = 4'd5,
        NEXT_SAMPLE = 4'd6,
        DONE        = 4'd7
    } state_t;
    state_t state, next_state;
    reg [31:0] sample_index;
    always @(posedge clock) begin
        if (reset) begin
            state        <= IDLE;
            sample_index <= 32'd0;
        end else begin
            state <= next_state;
        end
    end
    always @(*) begin
        next_state = state;
        case (state)
            IDLE: begin
                next_state = SET_INPUT;
            end
            SET_INPUT: begin
                next_state = SET_COEFF;
            end
            SET_COEFF: begin
                next_state = SET_OUTPUT;
            end
            SET_OUTPUT: begin
                next_state = START_PROC;
            end
            START_PROC: begin
                next_state = WAIT_DONE;
            end
            WAIT_DONE: begin
                if (fir_done)
                    next_state = NEXT_SAMPLE;
            end
            NEXT_SAMPLE: begin
                if (sample_index == NUM_SAMPLES - 1)
                    next_state = DONE;
                else
                    next_state = SET_INPUT;
            end
            DONE: begin
                next_state = DONE;
            end
            default: begin
                next_state = IDLE;
            end
        endcase
    end
    always @(posedge clock) begin
        if (reset) begin
            fir_start     <= 1'b0;
            fir_rf_we     <= 1'b0;
            fir_rf_waddr  <= 5'd0;
            fir_rf_wdata  <= 32'd0;
            sample_index  <= 32'd0;
        end else begin
            fir_start <= 1'b0;
            fir_rf_we <= 1'b0;
            case (state)
                SET_INPUT: begin
                    fir_rf_we    <= 1'b1;
                    fir_rf_waddr <= 5'd10;  
                    fir_rf_wdata <= INPUT_BASE + (sample_index << 2);
                end
                SET_COEFF: begin
                    fir_rf_we    <= 1'b1;
                    fir_rf_waddr <= 5'd11;  
                    fir_rf_wdata <= COEFF_BASE;
                end
                SET_OUTPUT: begin
                    fir_rf_we    <= 1'b1;
                    fir_rf_waddr <= 5'd12;  
                    fir_rf_wdata <= OUTPUT_BASE + (sample_index << 2);
                end
                START_PROC: begin
                    fir_start <= 1'b1;
                end
                WAIT_DONE: begin
                end
                NEXT_SAMPLE: begin
                    sample_index <= sample_index + 1;
                end
                DONE: begin
                    fir_start <= 1'b0;
                end
            endcase
        end
    end
endmodule
==> results.txt <==
Main metrics from the flow reports.

The count of unique library cells instantiated by Yosys is 15. After detailed routing, the number of remaining DRC violations is 0. Of the post-synthesis cell area, the dominant cell type holds 40.9%. The via count of the first global-routing pass came to 416. The number of standard cells after synthesis came out at 70. OpenROAD reports that the post-layout worst path occupies 89.4% of the period.

The area of the core came out at 0.00342 mm2. The number of input and output port buffers inserted came out at 10. The launch point of the worst path is fir_rf_wdata[6]. The worst setup path is launched from a flip-flop. The portion of total power attributed to sequential cells came out at 58.8%. The delay contributed by the slowest stage of the critical path is 0.48 ns.

The switching component of the power is 0.000123 W. Per the breakdown, switching nets consume 21.0% of all power. TritonCTS built the clock tree.

Per report_power, the clock group accounts for 32.9% of the total. The floorplan step set the die width to 80 um. The die height came out at 80 um. After the flow finishes, the layout carries non-filler instances totaling 127. Per the post-route antenna check, the number of violating nets is 0. The total detailed-routing wirelength is 1100 um. The number of instances in the placed design came out at 123. The time the final worst path needs with I/O delays and setup is 1.43 ns. The number of buffers inserted to repair setup after CTS came out at 0. The chip occupies 0.00640 mm2.

Data arrives at the worst endpoint at 1.11 ns. After layout, the setup clock skew is reported as 0.000230 ns. The total via count in the routed design came out at 348. Max-slew check failures listed in the final report amount to 0. The timing report attributes the biggest portion of critical-path delay to buffers and inverters. The area of the synthesized netlist per yosys stat came out at 636 um2.

The upper clock frequency limit came out at 699 MHz. The register clock-pin slew on the reported worst setup and hold paths came out at 0.07 ns. The maximum ir drop on the vdd rail came out at 0.000217 V. Averaged over all synthesized cells, the footprint is 9.08 um2. STA classifies the critical path endpoint as an output port.

The register share after synthesis came out at 40.9%. The cell area after placement is 658 um2. The post-detailed-route via-to-cell ratio is 2.74. The total inserted antenna cells is 0.

The total power came out at 0.000586 W. The cell type of the slowest stage on the worst timing path is sky130_fd_sc_hd__clkdlybuf4s50_1. The post-route core utilization is 20.0%. In this run the static leakage power is 0.302 nW.

The launch point of the worst register-to-register path is recorded as fir_rf_wdata[6]. The flow ran to the end, and the final reports show no timing, DRC or antenna violations. The tally of OpenROAD warnings is 25. In the final routed layout, each cell accounts on average for 8.69 um. Endpoints with negative setup slack in the final report add up to 0. The share of layout cells above drive strength 1 came out at 7.41%.

After its last routability iteration, the placer logged a weighted congestion of 0.761. The tightest min-delay check is of the flip-flop to flip-flop type. The internal portion of the total power is 0.000463 W.

The main area contributors are sky130_fd_sc_hd__dfxtp_1 41%, sky130_fd_sc_hd__buf_4 40%, sky130_fd_sc_hd__nor2_1 4.1%. The number of buffers between clock root and the deepest sink came out at 2. After filler insertion, the fill cell instance count of the layout stands at 393. Per the Yosys statistics, synthesis produced 70 cells. The report lists the cells along the critical path as clkdlybuf4s50_1.

Summing every instance area after synthesis gives 636 um2. Setup repair after global routing left no endpoint under its margin. Of the total power, combinational logic draws 8.3%. The area occupied by registers is 260 um2.

The count of maximum capacitance violations is 0. The number of buffers and inverters on the critical path is 1. Entering global routing, the biggest net connects 9 pins. The initial antenna violation count came out at 0. Clock tree synthesis selected as its root buffer the cell sky130_fd_sc_hd__clkbuf_4.

The post-cts hold buffer count is 0. The CTS sink count came out at 13. The area overhead of the layout relative to synthesis came out at 7.68%. The data required time of the critical path is 1.28 ns. According to the report, the first pass of detailed routing completed in 2 iterations. The biggest area contributor in the post-synthesis netlist is sky130_fd_sc_hd__dfxtp_1. The number of buffers inserted during clock tree synthesis is 3. In this run the power density over the cells is 857 mW/mm2. The starting density of the core came out at 18.6%.

The worst setup path is of the flip-flop to output port kind. The insertion delay to the later sink of the worst-skew pair came out at 0.27 ns. Total global-route track usage over all layers is 2.94%. The post-cts sizing count is 0.

For this run the aggregate overflow at the end of global routing stands at 0. The count of yosys warnings during synthesis is 65. Row generation in the floorplan step produced 21 rows. The worst hold path begins at state[3]. The CTS H-tree depth is 1.

The top-level I/O count came out at 42. The post-synthesis register bit count came out at 13. The first-pass GRT wire length came out at 1640 um. The starting DRC count in detailed routing came out at 13.

The HPWL after detailed placement is 944 um. Max fanout on the critical path was recorded as 3. The combined area of the multi-input logic cells came out at 221 um2.

The number of hold violations in the final report came out at 0. The final instance area came out at 684 um2. Setup total negative slack on the finished layout was measured at 0 ns.
## layout make-up
cell class	count	share of cell area, %
Clock buffer	4	3.84
Inverter	3	1.65
Multi-Input combinational cell	50	32.4
Sequential cell	13	38.0
Tap cell	46	8.41
Timing Repair Buffer	11	15.7
## cell usage after synthesis
cell type,count
sky130_fd_sc_hd__a21oi_1,3
sky130_fd_sc_hd__nor2b_2,1
sky130_fd_sc_hd__buf_4,34
sky130_fd_sc_hd__nand2_1,1
sky130_fd_sc_hd__a31o_1,1
sky130_fd_sc_hd__nor2b_1,1
sky130_fd_sc_hd__dfxtp_1,13
sky130_fd_sc_hd__a21oi_2,1
sky130_fd_sc_hd__nor3_1,1
sky130_fd_sc_hd__nand2b_1,1
sky130_fd_sc_hd__conb_1,1
sky130_fd_sc_hd__nor2_1,7
sky130_fd_sc_hd__or3b_1,1
sky130_fd_sc_hd__o21bai_1,1
sky130_fd_sc_hd__inv_1,3
## cell usage in the layout (no fill, tap or decap), drive strengths merged
| master | instances |
|---|---|
| clkbuf | 4 |
| nand2b | 1 |
| clkdlybuf4s50 | 10 |
| dfxtp | 13 |
| conb | 31 |
| or3b | 1 |
| buf | 1 |
| inv | 3 |
| o21bai | 1 |
| nor2b | 2 |
| a31o | 1 |
| nor3 | 1 |
| nor2 | 7 |
| a21oi | 4 |
| nand2 | 1 |
## flip-flops by register name, summed over array words and instances, names as in the netlist
name,flops
state,7
fir_rf_waddr,3
fir_rf_wdata,1
fir_rf_we,1
fir_start,1
## final timing paths
check | to | slack, ns | depth (start not counted)
setup / recovery | fir_rf_wdata[6] | 0.17 | 1
hold / removal | state[4] | 0.45 | 2
setup reg to reg | fir_rf_wdata[6] | 0.68 | 2
hold reg to reg | state[4] | 0.45 | 2
## per-stage QoR
stage	setup WS, ns	hold WS [ns]
after floorplan	0.736	0.348
after global placement	0.276	0.426
after detailed placement	0.255	0.435
after CTS	0.128	0.448
after global routing	0.0993	0.467
final	0.170	0.445
## layer usage
| layer | up-vias | part of all wire, % | GRT usage (%) | wire length, um |
|---|---|---|---|---|
| li1 | 171 | - | - | - |
| met1 | 152 | 43 | 3.52 | 473 |
| met2 | 23 | 49 | 5.30 | 541 |
| met3 | 2 | 5.8 | 0.114 | 64 |
| met4 | 0 | 2.3 | 1.23 | 25 |
| met5 | - | 0 | 0 | 0 |
## cell families after synthesis
family | count (synthesis) | share of synthesized area (%)
other | 1 | 0.590
and+or+nand+nor | 13 | 10.2
DFF | 13 | 40.9
AOI/OAI and AO/OA | 6 | 6.30
buffers and inverters | 37 | 41.9
## power by group through the flow
stage	registers, W	clock network, W	logic (W)
CTS	0.000345	0.000201	0.0000522
finish	0.000345	0.000193	0.0000487
global route	0.000347	0.000213	0.0000584
Power figures rest on the tool's default switching activity, not on a simulated workload.
