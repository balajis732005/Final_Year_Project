`flow/run.sh`:
```
#!/bin/bash
# OpenROAD 26Q1-2900-gdf79404cd8, Yosys 0.63+post, stock flow scripts
make -C /OpenROAD-flow-scripts/flow DESIGN_CONFIG=/design/flow/config.mk WORK_HOME=/design/flow/orfs finish
```
`flow/constraint.sdc`:
```
current_design decodeToExecuteRegister

set clk_period 1.0
set clk_io_pct 0.2

create_clock -name clk0 -period $clk_period [get_ports {clock}]

set non_clock_inputs [all_inputs -no_clocks]
set_input_delay [expr $clk_period * $clk_io_pct] -clock clk0 $non_clock_inputs
set_output_delay [expr $clk_period * $clk_io_pct] -clock clk0 [all_outputs]
```
`flow/config.mk`:
```
export PLATFORM = sky130hd
export DESIGN_NAME = decodeToExecuteRegister
export DESIGN_NICKNAME = decodeToExecuteRegister
export VERILOG_FILES = /design/flow/design.v
export SDC_FILE = /design/flow/constraint.sdc
export NUM_CORES = 4
export LEC_CHECK = 1
export CORE_AREA = 10 10 219 219
export DIE_AREA = 0 0 229 229
```
`flow/design.v`:
```
module decodeToExecuteRegister (
    input        clock,
    input        reset,
    input  [31:0] pc,
    input  [31:0] readData1,
    input  [31:0] readData2,
    input  [31:0] immediateValue,
    input  [2:0]  func3,
    input  [6:0]  func7,
    input         pcUpdate,
    input         memoryReadEnable,
    input         memoryWriteEnable,
    input         registerWriteEnable,
    input  [1:0]  aluSrc1,
    input  [1:0]  aluSrc2,
    input  [2:0]  aluOperation,
    input         pcAdderSrc,
    input         writeBackFromMemoryOrAlu,
    input  [4:0]  rd,
    input  [4:0]  rs1,
    input  [4:0]  rs2,
    output reg [31:0] pcOut,
    output reg [31:0] readData1Out,
    output reg [31:0] readData2Out,
    output reg [31:0] immediateValueOut,
    output reg [2:0]  func3Out,
    output reg [6:0]  func7Out,
    output reg        pcUpdateOut,
    output reg        memoryReadEnableOut,
    output reg        memoryWriteEnableOut,
    output reg        registerWriteEnableOut,
    output reg [1:0]  aluSrc1Out,
    output reg [1:0]  aluSrc2Out,
    output reg [2:0]  aluOperationOut,
    output reg        pcAdderSrcOut,
    output reg        writeBackFromMemoryOrAluOut,
    output reg [4:0]  rdOut,
    output reg [4:0]  rs1Out,
    output reg [4:0]  rs2Out
);
    always @(posedge clock) begin
        if (reset) begin
            pcOut                     <= 32'b0;
            readData1Out              <= 32'b0;
            readData2Out              <= 32'b0;
            immediateValueOut         <= 32'b0;
            func3Out                  <= 3'b0;
            func7Out                  <= 7'b0;
            pcUpdateOut               <= 1'b0;
            memoryReadEnableOut       <= 1'b0;
            memoryWriteEnableOut      <= 1'b0;
            registerWriteEnableOut    <= 1'b0;
            aluSrc1Out                <= 2'b00;
            aluSrc2Out                <= 2'b00;
            aluOperationOut           <= 3'b000;
            pcAdderSrcOut             <= 1'b0;
            writeBackFromMemoryOrAluOut <= 1'b0;
            rdOut                     <= 5'b0;
            rs1Out                    <= 5'b0;
            rs2Out                    <= 5'b0;
        end else begin
            pcOut                     <= pc;
            readData1Out              <= readData1;
            readData2Out              <= readData2;
            immediateValueOut         <= immediateValue;
            func3Out                  <= func3;
            func7Out                  <= func7;
            pcUpdateOut               <= pcUpdate;
            memoryReadEnableOut       <= memoryReadEnable;
            memoryWriteEnableOut      <= memoryWriteEnable;
            registerWriteEnableOut    <= registerWriteEnable;
            aluSrc1Out                <= aluSrc1;
            aluSrc2Out                <= aluSrc2;
            aluOperationOut           <= aluOperation;
            pcAdderSrcOut             <= pcAdderSrc;
            writeBackFromMemoryOrAluOut <= writeBackFromMemoryOrAlu;
            rdOut                     <= rd;
            rs1Out                    <= rs1;
            rs2Out                    <= rs2;
        end
    end
endmodule
```
==> results.cfg <==
; physical design summary
[clock_tree]
cts_root_buffer = clkbuf_16
clock-sinks = 166
cts.hold.buffers_added = 0
cts_inserted_buffers = 17
htreeDepth = 4
clk_pin_slew_ps = 70
cts_tree = built
cts_max_path_buffers = 2
post_cts_buffers = 0

[detailed_routing]
top_layer_used = met5
ant_nets = 0
wl_met2_um = 7270
wl_um = 16990
vias = 3522
routed-wl-met3_um = 2271
wire_per_inst_um = 13.15
route.detailed.drc = 0
wl_met1_um = 7017
avgViaCountPerCell = 2.726
initialDrtViolationCount = 86
diodes = 0
first_pass_iters = 3

[global_routing]
grt_pass1_vias = 3738
grt_pass1_wl_um = 24660
antenna_found_initial = 1
grt_util_all_layers = 0.06305
grt_max_degree = 58
grt-ovfl-total = 0

[placement]
dp.cells = 1261
dp_hpwl_um = 13650
pre_cts_ws_ps = -290.4
placed_area_um2 = 8544
port_buffers = 333
place_congestion = 0.7740

[worst_setup_path]
startpoint_type = flop
critical_path_class = reg -> out
required_ps = 800
critPathTopFamily = flip-flops
worstPathArrival_ps = 980
cp.buffers_inverters = 1
cp_slowest_cell = dfxtp_4
cp_cell_sequence = buf_6
critPathMaxStageDelay_ps = 400
crit_path_end_kind = output pin
worstPathMaxFanout = 1

[logic_synthesis]
synth-seq-cells = 166
edf_count = 0
synth.most_common_cell = dfxtp_1
yosysTopAreaCell = dfxtp_1
netlist_area_um2 = 4462
synth_top_area_share = 0.7448
top_cells_by_count = 166 x dfxtp_1, 156 x nor2b_1, 16 x buf_2, 10 x and2b_1, 2 x clkbuf_1
syn_avg_cell_area_um2 = 12.75
synth_warnings = 1
ys_cells = 350
synthDistinctLibCells = 5
async_flop_share = 0
ff_type = dfxtp_1
top_cells_by_area = dfxtp_1 74%, nor2b_1 22%, buf_2 1.8%, and2b_1 1.7%, clkbuf_1 0.17%
ys_chip_area_um2 = 4462
ys_seq_frac = 0.7448
syn-instance-count = 350

[power_and_ir_drop]
share_comb_of_total_power = 0.093
leakage_nw = 3.561
ir_worst_vdd_mv = 1.475
internal_power_mw = 11.45
clkPwrFrac = 0.425
switchingPower_mw = 3.224
switching_share = 0.2197
pwr-share-seq = 0.482
p_per_area_nw_per_um2 = 1750

[die]
io-pin-count = 334
chipArea_um2 = 52440
initial_utilization = 0.1034
core_region_area_um2 = 43170
die_w_um = 229
rows = 76
die-height_um = 229

[layout]
drive_above_1_share = 0.3380
fillers = 4758
area_delta_synth_final_pct = 87.94
stdcell_area_um2 = 8386
fin_cells = 1292

[timing]
min_period_over_period = 1.177
rsz0062_at_grt = true
finalSetupViolCount = 166
fin_setup_tns_ps = -11670
layout_setup_ws_ps = -177.4
worstMarginPinSlew_ps = 294.7
finalHoldViolations = 0
slew_headroom = 0.8035
final.min_clock_period_ps = 1177
finalMaxSlewViolations = 0
fmax_mhz = 849.4

[job]
max_cap_viol_count = 0
tool_warnings = 27

[worst_hold_path]
min_to = readData2Out[17]$_SDFF_PP0_
hold_class = in -> reg
hold-path-cell-count = 3
hp-start = reset

[run_status]
violations = setup timing
status = complete, but fails checks
==> power groups by stage <==
stage | registers [mW] | logic, mW | clock network, mW
5_1_grt | 7.11 | 1.51 | 6.82
6_report | 7.07 | 1.37 | 6.24
4_1_cts | 7.07 | 1.40 | 6.59
==> cells in the final DEF (no fill, tap or decap), drive strengths merged <==
master	count
and2b	10
buf	178
bufinv	1
clkbuf	20
clkdlybuf4s50	166
clkinv	2
clkinvlp	6
dfxtp	166
inv	2
nor2b	156
==> how the worst max path moves through the flow <==
stage                              start                  end  slack (ps)  cells past startpoint
4_1_cts   memoryReadEnableOut$_SDFF_PP0_  memoryReadEnableOut        -270                      1
5_1_grt   memoryReadEnableOut$_SDFF_PP0_  memoryReadEnableOut        -250                      1
6_report  memoryReadEnableOut$_SDFF_PP0_  memoryReadEnableOut        -180                      1
==> flip-flops by register name (all words and copies together) (netlist names), 2 cells and up <==
| register | count |
|---|---|
| aluOperationOut | 3 |
| aluSrc2Out | 2 |
| func7Out | 7 |
| rs1Out | 5 |
| rdOut | 5 |
| aluSrc1Out | 2 |
| readData2Out | 32 |
| pcOut | 32 |
| func3Out | 3 |
| rs2Out | 5 |
| readData1Out | 32 |
| immediateValueOut | 32 |
==> final cells by class <==
class,instances,area [µm²],area share
clock buffers,20,446.7,0.05327
well taps,585,732.0,0.08729
flip-flops and latches,166,3371,0.4020
clock inverters,11,102.6,0.01224
repair buffers,344,2683,0.3199
multi-input cells,166,1051,0.1253
==> stage by stage <==
stage | power, mW | utilization | hold slack [ps]
floorplan | 7.411 | - | 325.2
global placement | 8.926 | 0.1979 | 610.4
detailed placement | 8.937 | 0.1979 | 621.4
CTS | 15.07 | 0.1930 | 65.90
global route | 15.44 | 0.1942 | 103.3
finish | 14.68 | 0.1942 | 117.1
==> kinds of logic (layout without fill, tap and decap cells) <==
kind of cell	Yosys count	after routing	share of synthesized area
buffers and inverters	18	375	0.01963
flip-flops	166	166	0.7448
AND/OR/NAND/NOR	166	166	0.2356
==> routing by layer <==
metal  GRT usage  vias up
met2     0.09459      226
met3     0.04165       18
met5           0        -
li1            -     1740
met4     0.01324        2
met1     0.07419     1536
==> what timing repair did <==
action	4_1_cts	5_1_grt
setup endpoints to repair	166	166
gates resized	574	18
cloned	0	0
pin swaps	0	0
Power and IR drop assume default switching activity.
